$ cat flow/design.v
module  ball ( input         Clk,                 
                             Reset,               
                             frame_clk,           
					input [7:0]   keycode,
               input [9:0]   DrawX, DrawY,        
               output logic  is_ball              
              );
    parameter [9:0] Ball_X_Center = 10'd320;   
    parameter [9:0] Ball_Y_Center = 10'd240;   
    parameter [9:0] Ball_X_Min = 10'd0;        
    parameter [9:0] Ball_X_Max = 10'd634;      
    parameter [9:0] Ball_Y_Min = 10'd0;        
    parameter [9:0] Ball_Y_Max = 10'd479;      
    parameter [9:0] Ball_X_Step = 10'd1;       
    parameter [9:0] Ball_Y_Step = 10'd1;       
    parameter [9:0] Ball_Size = 10'd4;         
    logic [9:0] Ball_X_Pos, Ball_X_Motion, Ball_Y_Pos, Ball_Y_Motion;
    logic [9:0] Ball_X_Pos_in, Ball_X_Motion_in, Ball_Y_Pos_in, Ball_Y_Motion_in;
    logic frame_clk_delayed, frame_clk_rising_edge;
    always_ff @ (posedge Clk) begin
        frame_clk_delayed <= frame_clk;
        frame_clk_rising_edge <= (frame_clk == 1'b1) && (frame_clk_delayed == 1'b0);
    end
    always_ff @ (posedge Clk)
    begin
        if (Reset)
        begin
            Ball_X_Pos <= Ball_X_Center;
            Ball_Y_Pos <= Ball_Y_Center;
            Ball_X_Motion <= 10'd0;
            Ball_Y_Motion <= Ball_Y_Step;
        end
        else
        begin
            Ball_X_Pos <= Ball_X_Pos_in;
            Ball_Y_Pos <= Ball_Y_Pos_in;
            Ball_X_Motion <= Ball_X_Motion_in;
            Ball_Y_Motion <= Ball_Y_Motion_in;
        end
    end
    always_comb
    begin
        Ball_X_Pos_in = Ball_X_Pos;
        Ball_Y_Pos_in = Ball_Y_Pos;
        Ball_X_Motion_in = Ball_X_Motion;
        Ball_Y_Motion_in = Ball_Y_Motion;
        if (frame_clk_rising_edge)
        begin
            if( Ball_Y_Pos + Ball_Size >= Ball_Y_Max && keycode == 8'h16)   
				begin
                Ball_Y_Motion_in = (~(Ball_Y_Step) + 1'b1);   
					 Ball_X_Motion_in = 10'd0;
				end
            else if ( Ball_Y_Pos <= Ball_Y_Min + Ball_Size && keycode == 8'h1A)   
				begin
                Ball_Y_Motion_in = Ball_Y_Step;
					 Ball_X_Motion_in = 10'd0;
				end
            else if( Ball_X_Pos + Ball_Size >= Ball_X_Max && keycode == 8'h07)   
				begin
                Ball_X_Motion_in = (~(Ball_X_Step) + 1'b1);   
					 Ball_Y_Motion_in = 10'd0; 
            end
				else if ( Ball_X_Pos <= Ball_X_Min + Ball_Size && keycode == 8'h04)   
				begin
                Ball_X_Motion_in = Ball_X_Step;
					 Ball_Y_Motion_in = 10'd0;
			   end
				else if( Ball_Y_Pos + Ball_Size >= Ball_Y_Max)   
				begin
                Ball_Y_Motion_in = (~(Ball_Y_Step) + 1'b1);   
					 Ball_X_Motion_in = 10'd0;
				end
            else if ( Ball_Y_Pos <= Ball_Y_Min + Ball_Size)   
				begin
                Ball_Y_Motion_in = Ball_Y_Step;
					 Ball_X_Motion_in = 10'd0;
				end
            else if( Ball_X_Pos + Ball_Size >= Ball_X_Max)   
				begin
                Ball_X_Motion_in = (~(Ball_X_Step) + 1'b1);   
					 Ball_Y_Motion_in = 10'd0;
				end
            else if ( Ball_X_Pos <= Ball_X_Min + Ball_Size)   
				begin
                Ball_X_Motion_in = Ball_X_Step;
					 Ball_Y_Motion_in = 10'd0;
				end
				else if( keycode == 8'h1A)  
				begin
                Ball_Y_Motion_in = (~(Ball_Y_Step) + 1'b1);   
					 Ball_X_Motion_in = 10'd0;
				end 
            else if ( keycode == 8'h16)   
				begin
                Ball_Y_Motion_in = Ball_Y_Step;
					 Ball_X_Motion_in = 10'd0;
				end
            else if( keycode == 8'h04)   
				begin
                Ball_X_Motion_in = (~(Ball_X_Step) + 1'b1);   
					 Ball_Y_Motion_in = 10'd0;
				end 
            else if ( keycode == 8'h07)   
				begin
                Ball_X_Motion_in = Ball_X_Step;
					 Ball_Y_Motion_in = 10'd0;
				end
				else ;
            Ball_X_Pos_in = Ball_X_Pos + Ball_X_Motion;
            Ball_Y_Pos_in = Ball_Y_Pos + Ball_Y_Motion;
        end
    end
    int DistX, DistY, Size;
    assign DistX = DrawX - Ball_X_Pos;
    assign DistY = DrawY - Ball_Y_Pos;
    assign Size = Ball_Size;
    always_comb begin
        if ( ( DistX*DistX + DistY*DistY) <= (Size*Size) ) 
            is_ball = 1'b1;
        else
            is_ball = 1'b0;
    end
endmodule
$ cat flow/run.sh
#!/bin/bash
# OpenROAD 26Q1-2900-gdf79404cd8, Yosys 0.63+post, stock flow scripts
make -C /OpenROAD-flow-scripts/flow DESIGN_CONFIG=/design/flow/config.mk WORK_HOME=/design/flow/orfs finish
$ cat flow/config.mk
export PLATFORM = sky130hd
export DESIGN_NAME = ball
export DESIGN_NICKNAME = ball
export VERILOG_FILES = /design/flow/design.v
export SDC_FILE = /design/flow/constraint.sdc
export NUM_CORES = 4
export LEC_CHECK = 1
export CORE_UTILIZATION = 40
$ cat flow/constraint.sdc
current_design ball

set clk_period 26.0
set clk_io_pct 0.2

create_clock -name clk0 -period $clk_period [get_ports {Clk}]

set non_clock_inputs [all_inputs -no_clocks]
set_input_delay [expr $clk_period * $clk_io_pct] -clock clk0 $non_clock_inputs
set_output_delay [expr $clk_period * $clk_io_pct] -clock clk0 [all_outputs]
==> impl_metrics.toml <==
# synthesis and place-and-route metrics
[floorplanning]
die_w_um = 173
fp.dieArea_um2 = 30000
ios = 32
core_um2 = 28800
fp_util_pct = 40.8
rows = 62
fp.dieH_um = 173

[timing]
min_period_ns = 20.33
post-route-period-util_pct = 78.2
whs_ns = 0.394
setup_tns_ns = 0
setup_viol = 0
worstMarginPinSlew_ns = 0.818
skew_ns = 0.00379
finalHoldViolCount = 0
rsz0062_at_grt = "no"
maxSlewViolCount = 0
slew_headroom_pct = 45.5
fmax_mhz = 49.2

[synth]
avgSynthCellArea_um2 = 8.76
area_leaders = "fa_1 (42%), ha_1 (13%), inv_1 (11%), dfxtp_1 (4.4%), nor2_1 (3.9%)"
yosys_area_um2 = 11700
synth-edff-count = 0
yosysUniqueCellTypes = 77
ys_cells = 1340
common_cells = "inv_1 (340), fa_1 (246), ha_1 (126)"
syn_area_um2 = 11700
syn_inst = 1340
synth_area_leader_cell = "fa_1"
ys.flops = 26
synth_seq_share_pct = 4.43
flop_cell = "dfxtp_1"
synthArstFlopShare_pct = 0
top_area_share_pct = 42.0
top_cell = "inv_1"
yosysWarnings = 1

[clock_network]
clock_latency_ns = 0.26
clockBufferDepth = 2
ctsResizeCount = 0
clock-sinks = 26
cts_hold_buf = 0
cts_buffers = 3
post_cts_buffers = 0
h-tree-depth = 1
cts_tree = "built"
cts-root-buf = "clkbuf_16"
clk_pin_slew_ns = 0.07

[layout]
fillers = 2814
fin_area_um2 = 12600
drive_above_1_share_pct = 3.29
area_growth_pct = 7.72

[flow_run]
maxCapViolations = 0
openroad.warnings = 32

[place]
numPortBuffers = 31
hpwl_um = 23000
placed_area_um2 = 12500
gp_congestion = 0.904

[grt]
antenna_found_initial = 0
first_global_vias = 8647
grt_pass1_wl_um = 43500
grt-ovfl-total = 0
grt_max_degree = 30
track_usage_pct = 19.0

[route]
viasPerCell = 4.94
drc_errors = 0
routed_wl_um = 25700
wl_per_cell_um = 14.7
dr.first_iter.drc_count = 443
vias = 8653
first_pass_iters = 5
n_antenna_cell = 0
ant_nets = 0

[hold_path]
worstHoldPathType = "reg -> reg"

[critical_path]
crit_buf_inv = 6
crit_top_cell = "fa_1"
slowest_delay_ns = 0.64
critPathMaxFanout = 9
worstPathRequired_ns = 20.80
critical_path_class = "in -> out"
critPathCaptureType = "output pin"
cp-start-kind = "input pin"
worst_path_max_delay_cell = "o31ai_1"
cp_data_arrival_time_ns = 15.13
critPathTopFamily = "adder cells"

[run_status]
status = "finished clean"
[per-layer routing]
layer,part of all wire [%],GRT usage [%],vias to the layer above
met5,0,0,-
met2,49,30.6,212
met3,7.6,5.70,6
met1,43,27.7,4216
li1,-,-,4219
met4,0.51,0.922,0
[path summary, 6_finish.rpt]
path | from | end | slack, ns | cells past startpoint
worst max-delay path | DrawY[1] | is_ball | 5.67 | 31
worst min-delay path | frame_clk_delayed | frame_clk_rising_edge | 0.39 | 1
worst max register to register | Ball_X_Motion[8] | Ball_X_Pos[9] | 23.37 | 9
worst min register to register | frame_clk_delayed | frame_clk_rising_edge | 0.39 | 1
[cell usage in the layout (no fill, tap or decap), drive strengths merged, types with 4 or more instances in the layout]
master	n
a21boi	5
nor3b	6
ha	126
o21a	8
a211o	7
nor2	122
o21ai	31
xnor2	35
clkdlybuf4s50	31
a21o	19
or4	5
xor2	10
and2	6
a211oi	5
nand4	7
nor3	15
inv	348
o31a	4
mux2i	12
o31ai	4
o211ai	8
or2	6
nand2	92
nor4	6
a21oi	41
dfxtp	26
nor2b	17
or3	4
nand3	15
a31oi	11
fa	246
buf	15
nand2b	18
[per-stage QoR]
stage | cells | util, % | worst slack (ns)
finish | 1750 | 43.9 | 5.67
global route | 1750 | 43.9 | 4.96
CTS | 1750 | 43.9 | 5.63
detailed placement | 1746 | 43.6 | 5.65
global placement | 1746 | 43.6 | 5.87
floorplan | 1340 | - | 7.09
[cell families (layout without fill, tap and decap cells)]
logic type / count (synthesis) / count (layout) / share of synthesized area (%)
AOI/OAI and AO/OA: 177 / 177 / 10.3
xor gates and xnor gates: 45 / 45 / 3.36
adders and majority gates: 372 / 372 / 55.4
buffers and inverters: 375 / 401 / 12.1
DFF: 26 / 26 / 4.43
muxes: 14 / 14 / 1.22
and+or+nand+nor: 331 / 331 / 13.2
[registers in the layout, indices dropped and copies added, names as in the netlist]
register	flops
frame_clk_rising_edge	1
Ball_X_Motion	2
Ball_Y_Pos	10
Ball_Y_Motion	2
Ball_X_Pos	10
frame_clk_delayed	1
[area by class of cell]
type,count,area [µm²],share of cell area (%)
multi-input cells,939,9800,77.5
inverters,351,1320,10.4
flip-flops and latches,26,520,4.12
well taps,384,480,3.80
repair buffers,46,423,3.34
clock buffers,3,75.1,0.594
clock inverters,1,30.0,0.238
